File: flow/design.v
`timescale 1ns / 1ps
module Codigo1(clk, ps2_data, ps2_clk, ps2_data_out, pulso_done
    );
	 input clk;
	 input ps2_clk, ps2_data;
	 output [7:0]ps2_data_out;
	 output reg pulso_done;
	 reg [7:0] filtro_antirebote;
	 reg ps2_clk_negedge;
	 reg [2:0] estado=0;
	 reg [7:0] contador=0;
	 reg [7:0] data_p;
	 reg data_in; 
	 localparam [2:0]
	 idle = 3'b000,
	 uno = 3'b001,
	 dos = 3'b010,
	 tres = 3'b011,
	 cuatro = 3'b100;
	 always @ (posedge clk)
	 begin 
	 filtro_antirebote [7:0]<= {ps2_clk, filtro_antirebote[7:1]};
	 end
	 always @ (posedge clk)
	begin 
	if (filtro_antirebote == 8'b00001111)
		ps2_clk_negedge <= 1'b1;
	else
		ps2_clk_negedge <= 1'b0;
	end 
	always @ (posedge clk)
	begin
	if (ps2_clk_negedge)
	data_in <= ps2_data;
	else 
	data_in <= data_in;
	end
	 always @ (posedge clk)
	 begin 
	 case (estado)
	 idle: begin
		data_p <= data_p;
		contador <= 4'd0;
		pulso_done <=1'b0;
			if (ps2_clk_negedge)
				estado<= uno;
			else
				estado<= uno;
			end
		uno: begin
			data_p<=data_p;
			contador <= contador;
			pulso_done <= 1'b0;
			if (ps2_clk_negedge)
			begin 	
				if (contador == 4'd8)
					estado<=tres;
				else 	
					estado <= dos;
				end
					else 
						estado<= uno;
				end
			dos: begin
				data_p [7:0] <= {data_in, data_p[7:1]};
				contador <=  contador +1;
				pulso_done <= 1'b0;
				estado <= uno;
				end
			tres: begin
				estado <= cuatro;
				pulso_done <=1'b1;
				data_p <=data_p;
				contador <= 4'd0;
				end
			cuatro: begin
				data_p <= data_p;
				contador <= 4'd0;
				pulso_done <= 1'b0;
				if (ps2_clk_negedge)
					estado <= idle;
				end
			endcase
			end
			assign  ps2_data_out = data_p;
endmodule
module MaquinaE(
		input wire clk, reset,
		input wire [3:0] sensores,
		output reg [6:0] salida,
		output reg [3:0] display,
		output reg [7:0] sevenseg,
		output reg signed [3:0] estado  
    );
	 parameter e0=4'b0000,e1=4'b0001,e2=4'b0010,e3=4'b0011,e4=4'b0100,e5=4'b0101,e6=4'b0110,e7=4'b0111,e8=4'b1000,e9=4'b1001,e10=4'b1010,e11=4'b1011,e12=4'b1100,e13=4'b1101,e14=4'b1110,e15=4'b1111;
	 parameter s0=4'b0000,s1=4'b0001,s2=4'b0010,s3=4'b0011,s4=4'b1000,s5=4'b0101,s6=4'b0110,s7=4'b0111,s8=4'b1000,s9=4'b1001,s10=4'b1010,s11=4'b1011,s12=4'b1100,s13=4'b1101,s14=4'b1110,s15=4'b1111;
	 reg [3:0] estado_p, estado_s; 
	 always @(posedge clk, posedge reset)
		 if (reset)
			begin
			estado_p<=s0;
			end
		 else 
			estado_p<=estado_s;
	always@*  
	begin  
		estado_s = estado_p;
			case (estado_p)
					s0: 
						begin 
							if (sensores == 4'b0000)
								begin
								salida=7'b0000001;
								display=4'b1111;
								sevenseg=8'b11111111;
								estado_s=s0;
								end
							else
								if(sensores==e0)
								estado_s=s0;
							else if(sensores==e1)
								estado_s=s1;
							else if(sensores==e2)
								estado_s=s2;
							else if(sensores==e3)
								estado_s=s3;
							else if(sensores==e4)
								estado_s=s4;
							else if(sensores==e5)
								estado_s=s5;
							else if(sensores==e6) 
								estado_s=s6;
							else if(sensores==e7)
								estado_s=s7;
							else if(sensores==e8)
								estado_s=s8;
							else if(sensores==e9)
								estado_s=s9;
							else if(sensores==e10)
								estado_s=s10;
							else if(sensores==e11)
								estado_s=s11;
							else if(sensores==e12)
								estado_s=s12;
							else if(sensores==e13)
								estado_s=s13;
							else if(sensores==e14)
								estado_s=s14;
							else if(sensores==e15)
								estado_s=s15;
						 end
					s1:	 							
						begin 
							salida=7'b1000000;
							if (sensores == 4'b0001)
								begin
								estado_s=s1;
								display=4'b1110; 
								sevenseg=8'b10011111;
								end
							else
								estado_s=s0;
						 end	
					s2:
						begin 
							salida=7'b1011100;
							if (sensores == 4'b0010)
								begin
								estado_s=s2;
								display=4'b1101;
								sevenseg=8'b10011111;
								end
							else
								estado_s=s0;
						 end
					s3:
						 begin 
							salida=7'b1011110; 
							if (sensores == 4'b0011)
								begin
								estado_s=s3;
								display=4'b1100;
								sevenseg=8'b10011111;
								end
							else
								estado_s=s0;
						 end
					s4:
						 begin 
							salida=7'b1100000;
							if (sensores == 4'b0100)
								begin
								estado_s=s4;
								display=4'b1011;
								sevenseg=8'b10011111;
								end
							else
								estado_s=s0;
						 end
					s5:
						 begin 
							salida=7'b1100010;
							if (sensores == 4'b0101)
								begin
								estado_s=s5;
								display=4'b1010;
								sevenseg=8'b10011111;
								end
							else
								estado_s=s0;
						 end
					s6:
						begin 
							salida=7'b1111110;
							if (sensores == 4'b0110)
								begin
								estado_s=s6;
								display=4'b1001;
								sevenseg=8'b10011111;
								end
							else
								estado_s=s0;
						 end
					s7:
						begin 
							salida=7'b1111110;
							if (sensores == 4'b0111)
								begin
								estado_s=s7;
								display=4'b1000;
								sevenseg=8'b10011111;
								end
							else
								estado_s=s0;
						 end	
					s8:
						begin 
							salida=7'b1110000;
							if (sensores == 4'b1000)
								begin
								estado_s=s8;
								display=4'b0111;
								sevenseg=8'b10011111;
								end
							else
								estado_s=s0;
						 end 
					s9:
						begin 
							salida=7'b1010010;
							if (sensores == 4'b1001)
								begin
								estado_s=s9;
								display=4'b0110;
								sevenseg=8'b10011111;
								end
							else
								estado_s=s0;
						 end
					s10: 
						begin 
							salida=7'b1011110;
							if (sensores == 4'b1010)
								begin
								estado_s=s10;
								display=4'b0101;
								sevenseg=8'b10011111;
								end
							else
								estado_s=s0;
						 end	
					s11:
						 begin 
							salida=7'b1011110;
							if (sensores == 4'b1011)
								begin
								estado_s=s11;
								display=4'b0100;
								sevenseg=8'b10011111;
								end
							else
								estado_s=s0;
						 end		
					s12:
						 begin 
							salida=7'b1110010;
							if (sensores == 4'b1100)
								begin
								estado_s=s12;
								display=4'b0011;
								sevenseg=8'b10011111;
								end
							else
								estado_s=s0;
						 end
					s13:
						 begin 
							salida=7'b1110010;
							if (sensores == 4'b1101)
								begin
								estado_s=s13;
								display=4'b0010;
								sevenseg=8'b10011111;
								end
							else
								estado_s=s0;
						 end
					s14:
						 begin 
							salida=7'b0000001;
							if (sensores == 4'b1110)
								begin
								estado_s=s14;
								display=4'b0001;
								sevenseg=8'b10011111;
								end
							else
								estado_s=s0;
						 end
					s15:
						 begin 
							salida=7'b1111110;
							if (sensores == 4'b1111)
								begin
								estado_s=s15;
								display=4'b0000;
								sevenseg=8'b10011111;
								end
							else
								estado_s=s0;
						 end
					default estado_s=s0;
					endcase
	end
endmodule
module comparador(
		input wire clk, 
		output reg [3:0] sensores,
		input wire [7:0]ps2_data_out,  
		input wire pulso_done  
		);
endmodule
File: flow/run.sh
#!/bin/bash
# OpenROAD 26Q1-2900-gdf79404cd8, Yosys 0.63+post, stock flow scripts
make -C /OpenROAD-flow-scripts/flow DESIGN_CONFIG=/design/flow/config.mk WORK_HOME=/design/flow/orfs finish
File: flow/config.mk
export PLATFORM = sky130hd
export DESIGN_NAME = Codigo1
export DESIGN_NICKNAME = Codigo1
export VERILOG_FILES = /design/flow/design.v
export SDC_FILE = /design/flow/constraint.sdc
export NUM_CORES = 4
export LEC_CHECK = 1
export CORE_AREA = 10 10 113 113
export DIE_AREA = 0 0 123 123
File: flow/constraint.sdc
current_design Codigo1

set clk_period 2.7
set clk_io_pct 0.2

create_clock -name clk0 -period $clk_period [get_ports {clk}]

set non_clock_inputs [all_inputs -no_clocks]
set_input_delay [expr $clk_period * $clk_io_pct] -clock clk0 $non_clock_inputs
set_output_delay [expr $clk_period * $clk_io_pct] -clock clk0 [all_outputs]
==> run summary <==
Results of the full flow below.

Worst setup path:
- The run puts the critical path buffer and inverter count at 1.
- STA classifies the critical path endpoint as a primary output.
- The cell family contributing the most delay on the critical path is buffers and inverters.
- The run gives the largest stage delay on the critical path as ~490 ps.
- For this design, the slowest cell found on the critical path is sky130_fd_sc_hd__clkdlybuf4s50_1.
- The run gives the type of the worst setup path as register to primary output.
- The run puts the register-to-register path setup slack at 1090 ps.
- At the worst endpoint, the arrival time is 1100 ps.
- The required time at the worst endpoint is listed as 2160 ps.
- The run gives the maximum fanout count along the critical path as 2.
- Walking the worst path, the cells encountered are clkdlybuf4s50_1.
- The run gives the depth of the worst register-to-register path as 1.
- STA lists the startpoint of the worst register-to-register path as estado[1]$_DFFE_PP_.
- The run gives the nature of the critical path startpoint as a register.
- The run gives the critical path startpoint as data_p[7]$_DFFE_PN_.
- The worst register-to-register path ends at contador[7]$_SDFFCE_PP0P_.

Die:
- The die covers 15,100 um^2.
- The run puts the standard cell core area at 10,300 um^2.
- The run puts the number of top-level design ports at 12.
- The run gives the overall die height as roughly 120 um.
- The floorplan has 37 rows.
- The run puts the starting utilization of the core area at 10.6%.
- The run gives the chip width as 123 um.

Hold path:
- The endpoint of the worst hold path is reported as filtro_antirebote[4]$_DFF_P_.
- The run gives the number of cells on the worst hold path as 0.
- Per the hold report, the tightest min-delay path originates at filtro_antirebote[5]$_DFF_P_.
- Checking hold timing, the worst path is listed with class register to register.

STA:
- The run puts the final setup skew at 6.57 ps.
- Setup repair after global routing left no endpoint under its margin.
- The tightest hold path in the finished design has a slack of 345 ps.
- The run gives the relative max-transition margin as 39.3%.
- The run puts the highest achievable clock rate at 608 MHz.
- The run puts the final total negative setup slack at 0 ps.
- The run gives the measured slew at the worst slew-check pin as 886 ps.
- The worst path uses 60.9% of the clock period.
- The run puts the final-report max-slew violation count at 0.
- The run puts the final critical path time including I/O delays and setup at ~1600 ps.
- The run puts the hold violation total from the final report at 0.
- Per the finish-stage timing summary, setup violations number 0.

Detailed routing:
- The run puts the DRC violation count after routing at 0.
- Once detail routing completed, the nets flagged for antenna violations numbered 0.
- In the routed netlist, the antenna diode instances number 0.
- The run gives the total wire length after detailed routing as 1760 um.
- In this run, the number of DRC markers left after iteration 0 of detailed routing was 22.
- The run puts the iteration count of the initial detailed-routing pass at 4.
- The run puts the routed via count divided by cell count at 2.73.
- TritonRoute output was used to compute an average wire per cell of 7.56 um.
- The run puts the routed via count at 635.

Logic synthesis:
- Among all flip-flop cells after synthesis, the most frequent one is sky130_fd_sc_hd__edfxtp_1.
- The run gives the post-synthesis average cell area as 13.9 um^2.
- The synthesized instance count is between 70 and 80.
- The run gives the netlist area before placement as around 1100 um^2.
- The run puts the post-synthesis async set-or-reset flop share at 0%.
- The run puts the yosys synthesis chip area at 1090 um^2.
- The run puts the sequential fraction of the synthesis area at about three quarters.
- The run gives the total cells reported by yosys after synthesis as 79.
- The run gives the flop and latch count out of synthesis as 30.
- The run puts the post-synth tally of flip-flops with integrated enable at 21.
- The run gives the total number of yosys warnings as 1.
- After synthesis, the netlist uses 23 different library cells.

CTS:
- CTS built an H-tree with a depth of 2.
- TritonCTS built the clock tree.
- The run gives the clock slew at the register clock pins of the worst setup and hold paths as 60 ps.
- At the later pin of the worst-skew pair, clock insertion delay measures approximately 280 ps.
- The run gives the number of cells upsized or downsized after cts as 0.
- The run gives the number of clock sinks as 30.
- The run gives the CTS root buffer as sky130_fd_sc_hd__clkbuf_8.
- The run puts the number of buffers between clock root and the deepest sink at 2.
- In this run the post-CTS setup repair buffer count came out at 0.
- The run puts the total CTS buffers at 5.
- After clock tree synthesis, the flow added hold-fix buffers numbering 0.

Power:
- The analysis attributes to cell leakage a power of 0.000475 uW.
- The run puts the power density of the placed cells at 979 nW/um^2.
- Looking at the VDD voltage map, the peak drop is 0.302 mV.

Flow run:
- The stage logs contain a warning count of 26.
- The run gives the number of maximum-capacitance constraint violations as 0.

Placed design:
- The placement report lists the number of port buffers as 11.
- The placement stage leaves a total instance area of 1380 um^2.
- The run gives the final weighted congestion of routability-driven global placement as a little over 0.7.
- Note, the detailed placer reported a final HPWL of 1240 um.

Global route:
- The run puts the via count of the first global-routing pass at 639.
- The run puts the all-layer global routing usage at 2.46%.
- Per the GRT congestion report, total overflow comes to 0.
- The number of antenna violations at the first check in global routing is 0.
- Entering global routing, the biggest net connects 11 pins.
- The run gives the wire length of the first global-routing pass as 3060 um.

Finish:
- The run puts the number of fill cells in the layout at 1,136.
- The multi-input combinational cells in the finished layout cover a total of 262 um^2.
- The run gives the flip-flop and latch area as 811 um^2.
- The run gives the area growth from synthesis to layout as 34.2%.
- Once layout is done, the placed cells without fillers occupy 1470 um^2.
- The run puts the fraction of layout cells with a size suffix above 1 at 9.28%.

Status:
- The flow ran to the end, and the final reports show no timing, DRC or antenna violations.
## layout by cell type (no fill, tap or decap), types with 2 or more instances in the layout
cell type | netlist | final
sky130_fd_sc_hd__nand4_1 | 2 | 2
sky130_fd_sc_hd__inv_1 | 4 | 4
sky130_fd_sc_hd__nand3b_1 | 2 | 2
sky130_fd_sc_hd__o21ai_0 | 4 | 4
sky130_fd_sc_hd__clkbuf_8 | 0 | 6
sky130_fd_sc_hd__nor2_1 | 7 | 7
sky130_fd_sc_hd__ha_1 | 2 | 2
sky130_fd_sc_hd__or3_1 | 3 | 3
sky130_fd_sc_hd__clkdlybuf4s50_1 | 0 | 11
sky130_fd_sc_hd__a21oi_1 | 3 | 3
sky130_fd_sc_hd__nand2_1 | 5 | 5
sky130_fd_sc_hd__dfxtp_1 | 9 | 9
sky130_fd_sc_hd__xor2_1 | 2 | 2
sky130_fd_sc_hd__edfxtp_1 | 21 | 21
sky130_fd_sc_hd__or4_1 | 2 | 2
sky130_fd_sc_hd__nand3_1 | 3 | 3
## cell usage after synthesis, drive strengths merged (3+ instances only)
master	n	share of area, %
edfxtp	21	58
dfxtp	9	16
nor2	7	2.4
nand2	5	1.7
o21ai	5	2.3
inv	4	1.4
a21oi	3	1.4
nand3	3	1.4
or3	3	1.7
## worst max-delay path by stage
stage / endpoint / slack, ps / cells past startpoint
6_report: ps2_data_out[7] / 1060 / 1
5_1_grt: estado[1]$_DFFE_PP_ / 990 / 2
4_1_cts: ps2_data_out[7] / 1020 / 1
## area by class of cell
| type | instances | share of cell area, % |
|---|---|---|
| repair buffers | 12 | 8.01 |
| multi-input cells | 43 | 17.8 |
| inverters | 4 | 1.02 |
| flip-flops and latches | 30 | 55.2 |
| well taps | 136 | 11.6 |
| clock inverters | 2 | 0.767 |
| clock buffers | 6 | 5.62 |
## logic make-up (layout without fill, tap and decap cells)
group,count (synthesis),in the layout,share of synthesized area [%]
flip-flops,30,30,74.1
AND-OR/OR-AND,9,9,4.46
adder cells (fa/ha/maj),3,3,3.20
AND/OR/NAND/NOR,27,27,12.9
multiplexers,1,1,0.914
XOR/XNOR,3,3,2.40
buffers and inverters,6,24,2.06
## metal layers
layer	track usage, %	vias to the layer above	part of all wire (%)
met3	1.34	3	11
met5	0	-	0
met4	0.364	0	1.1
met2	3.51	20	39
met1	3.30	288	48
li1	-	324	-
## state kept, by name, indices dropped and copies added, names as in the netlist
| register | flops |
|---|---|
| estado | 3 |
| ps2_clk_negedge | 1 |
| contador | 8 |
| pulso_done | 1 |
| filtro_antirebote | 8 |
| data_in | 1 |
| data_p | 8 |
## metrics by stage
| step | cells | worst slack, ps | total power [uW] | util, % |
|---|---|---|---|---|
| final | 233 | 1060 | 1440 | 14.2 |
| after floorplan | 79 | 1100 | 970 | - |
| after global routing | 233 | 985 | 1550 | 14.2 |
| after global placement | 225 | 1090 | 1070 | 13.3 |
| after detailed placement | 225 | 1080 | 1080 | 13.3 |
| after CTS | 233 | 1020 | 1450 | 14.2 |
## power breakdown
part / total [uW] / switching [uW] / leakage [uW] / internal [uW]
clock network: 366 / 161 / 0.0000515 / 205
registers: 779 / 109 / 0.000275 / 670
logic: 292 / 162 / 0.000148 / 130
total: 1440 / 433 / 0.000475 / 1000
Power figures rest on the tool's default switching activity, not on a simulated workload.
